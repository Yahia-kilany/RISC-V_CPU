[/design/flow/design.v]
module alu(
	input   wire [31:0] a_i,
    input   wire [31:0] b_i,
	input   wire [4:0]  shamt_i,
	input   wire [4:0]  alu_ctrl_i,       
	output  reg  [31:0] c_o,
	output  wire        cf_o,
    output  wire        zf_o,
    output  wire        vf_o,
    output  wire        sf_o
);
    wire [31:0] add_w;
    wire [31:0] op_b;
    assign op_b = (~b_i);
    assign {cf_o, add_w} = alu_ctrl_i[0] ? (a_i + op_b + 1'b1) : (a_i + b_i);
    assign zf_o = (add_w == 0);
    assign sf_o = add_w[31];
    assign vf_o = (a_i[31] ^ (op_b[31]) ^ add_w[31] ^ cf_o);
    wire [31:0] sh_w;
    shifter shifter0(.a_i(a_i), .shamt_i(shamt_i), .type_i(alu_ctrl_i[3:0]), .c_o(sh_w));
    wire signed [31:0] a_signed = a_i;
    wire signed [31:0] b_signed = b_i;
    wire signed [63:0] mul_signed = a_signed * b_signed;
    wire [63:0] mul_unsigned = a_i * b_i;
    wire signed [63:0] mul_su = a_signed * $signed({1'b0, b_i});
    wire signed [31:0] div_signed = (b_signed == 0) ? -1 : (a_signed / b_signed);
    wire [31:0] div_unsigned = (b_i == 0) ? 32'hFFFFFFFF : (a_i / b_i);
    wire signed [31:0] rem_signed = (b_signed == 0) ? a_signed : (a_signed % b_signed);
    wire [31:0] rem_unsigned = (b_i == 0) ? a_i : (a_i % b_i);
    always @(*) begin
        c_o = 32'b0;
        case (alu_ctrl_i)
            5'b000_00 : c_o = add_w;                         
            5'b000_01 : c_o = add_w;                         
            5'b000_11: c_o = b_i;                           
            5'b001_00  : c_o = a_i | b_i;                     
            5'b001_01 : c_o = a_i & b_i;                     
            5'b001_11 : c_o = a_i ^ b_i;                     
            5'b010_00 : c_o = sh_w;                          
            5'b010_10 : c_o = sh_w;                          
            5'b010_01 : c_o = sh_w;                          
            5'b011_01 : c_o = {31'b0, (sf_o != vf_o)};       
            5'b011_11: c_o = {31'b0, (~cf_o)};              
            5'b100_00   : c_o = mul_signed[31:0];            
            5'b100_01  : c_o = mul_signed[63:32];           
            5'b100_10: c_o = mul_su[63:32];               
            5'b100_11 : c_o = mul_unsigned[63:32];         
            5'b101_00   : c_o = div_signed;                  
            5'b101_01  : c_o = div_unsigned;                
            5'b101_10   : c_o = rem_signed;                  
            5'b101_11  : c_o = rem_unsigned;                
            default: c_o = 32'b0;
        endcase
    end
endmodule
`timescale 1ns / 1ps
module shifter (
    input wire [31:0] a_i,
    input wire [4:0]  shamt_i,
    input wire [3:0]  type_i,
    output reg [31:0]c_o)
;
    always @(*) begin
        case(type_i)
            5'b010_01 : c_o = a_i << shamt_i;
            5'b010_00 : c_o = a_i >> shamt_i;
            5'b010_10 : c_o = $signed(a_i) >>> shamt_i;
            default:  c_o = 32'b0;
        endcase
    end
endmodule
[/design/flow/run.sh]
#!/bin/bash
# OpenROAD 26Q1-2900-gdf79404cd8, Yosys 0.63+post, stock flow scripts
make -C /OpenROAD-flow-scripts/flow DESIGN_CONFIG=/design/flow/config.mk WORK_HOME=/design/flow/orfs finish
[/design/flow/config.mk]
export PLATFORM = sky130hd
export DESIGN_NAME = alu
export DESIGN_NICKNAME = alu
export VERILOG_FILES = /design/flow/design.v
export SDC_FILE = /design/flow/constraint.sdc
export NUM_CORES = 4
export LEC_CHECK = 1
export CORE_UTILIZATION = 50
[/design/flow/constraint.sdc]
current_design alu

set clk_period 330.9
set clk_io_pct 0.2

create_clock -name clk0 -period $clk_period

set non_clock_inputs [all_inputs -no_clocks]
set_input_delay [expr $clk_period * $clk_io_pct] -clock clk0 $non_clock_inputs
set_output_delay [expr $clk_period * $clk_io_pct] -clock clk0 [all_outputs]
==> deck_impl_summary.md <==
Physical Implementation Snapshot

Status
  • Status: finished, violations left
  • Failing checks: max-capacitance violations, max-slew violations

Synthesis
  • Post-Syn Instances: 18600
  • Synth unique cells: around 120
  • Post-synth seq share: 0%
  • Yosys cell count: between 15000 and 20000
  • Warning count from the yosys run: 2
  • Post-synthesis simple-gate area fraction: ~17%
  • Avg Cell Area, Syn: just under 8 sq um
  • Multiplexer share of the synthesized area: between 2 and 2.5%
  • Fa+ha+maj area frac: 47.0%
  • Synthesis area per yosys: 147000 sq um
  • Complex Gates by Area: 18.9%
  • Syn Std Cell Area: 147000 sq um
  • Synth logic family: adder cells
  • Xor/xnor share: 6.23%

Global routing
  • Vias in the first global route: ~140k
  • Largest net degree at the start of global routing: ~62
  • First-pass GRT wire length: 987 mm
  • GRT overflow: 0
  • Initial antenna violation count: ~78
  • Total track usage: about half

Critical path
  • Crit path arrival time: 166260 ps
  • CP Max Fanout: 46
  • End of the critical path: c_o[30]
  • CP Class: input port to output port
  • Setup crit end kind: output port
  • CP max stage delay: 980 ps
  • Crit path required time: about 260000 ps
  • CP max-delay cell: a221oi_1
  • CP startpoint kind: input port
  • Most Frequent Cell on Critical Path: o21a_1
  • Crit path from: a_i[0]

Routing
  • Routed Antenna Nets: 0
  • DR vias/cell: about 6.3
  • Drt pass-1 iters: 6
  • Detailed-route via count: approximately 140k
  • Final wirelength: ~700 mm
  • DR iter-0 viols: 13000
  • Routed WL per cell: between 30 and 40 um
  • Remaining DRCs: 0

Die
  • Die Area: between 200000 and 300000 sq um
  • Initial core utilization: about half
  • I/O pins: 110
  • Die H: roughly 540 um
  • Std-Cell Rows: between 150 and 200
  • CORE AREA: 292000 sq um
  • Die W: 544 um

Layout
  • Register area: 0 sq um
  • Commonest Layout Cell: inv_1
  • Flip-flops: 0
  • Share of cells above drive strength 1: under 10%
  • CLK BUF: 0
  • Comb gate area: approximately 130000 sq um
  • Most frequent cells in the layout: 2792 x inv_1, 2279 x fa_1, 1874 x ha_1
  • Area Overhead vs Synth: 5.64%
  • Non-Filler Instances: 22600
  • Layout fillers: 28300

Placement
  • Dpl cells: between 20000 and 25000
  • Pre-CTS setup slack: 100450 ps
  • PortBufs: roughly 110
  • Post-DP HPWL: about 570 mm
  • Gpl congestion: between 1 and 1.5

Run
  • Max-cap violations: 1
  • OpenROAD warning count: roughly 100

Timing
  • Worst hold margin: about 130000 ps
  • Final period utilization: a little over two thirds
  • Setup slack after layout: between 90000 and 100000 ps
  • F_max: 4.30 MHz
  • Max-slew headroom: -0.517%
  • Slew Limit Fails: 1
  • RSZ-0062 raised after global routing: false
  • Final setup violation count: 0
  • Hold Fails Final Rpt: 0
  • Worst slew pin tran: around 1500 ps
  • Tmin final: around 230000 ps
  • Setup TNS Final: 0 ps

Power
  • Tot Pwr: between 0.004 and 0.005 W
  • Net Sw Frac: between 60% and 70%
  • Power Density: about 26 nW/um^2
  • Internal: between 0.0015 and 0.002 W
  • P_sw: 0.00258 W
  • Static leakage: 77.1 nW
  • Peak VDD IR: about 0.10 mV

Clock network
  • Post-CTS setup buffer count: 0
  • Post-CTS Resized: 0
  • Hold Buf Count CTS: 0

Worst hold path
  • Worst Hold Class: input port to output port
[cell type report]
| class | count | area share (%) |
|---|---|---|
| inverter | 2833 | 6.85 |
| antenna | 67 | 0.108 |
| tap | 3900 | 3.14 |
| multi-input combinational | 15100 | 86.5 |
| timing repair buffer | 714 | 3.44 |
[kinds of logic (layout without fill, tap and decap cells)]
| kind of cell | count (synthesis) | count (layout) |
|---|---|---|
| other | 2 | 71 |
| adders and majority gates | 4154 | 4154 |
| and+or+nand+nor | 5408 | 5408 |
| buffers and inverters | 3516 | 3547 |
| muxes | 271 | 271 |
| xor gates and xnor gates | 1045 | 1045 |
| AOI/OAI and AO/OA | 4197 | 4197 |
[synth_stat cells (168+ instances only)]
cell	n	share of area, %
xor2_1	311	1.9
clkbuf_1	472	1.2
nand2_1	1707	4.4
buf_1	168	0.43
nand3_1	317	1.1
ha_1	1874	16
o21a_1	333	1.7
nor3_1	410	1.4
nor2_1	1849	4.7
inv_1	2805	7.2
xnor2_1	733	4.4
a31oi_1	198	0.84
fa_1	2280	31
a21o_1	389	2.0
a21oi_1	1096	3.7
o21ai_0	790	2.7
[layer usage]
| metal | global-route usage, % | wire length [um] |
|---|---|---|
| met2 | 66.0 | 276000 |
| met5 | 2.63 | 1030 |
| met1 | 62.4 | 251000 |
| met4 | 31.0 | 56400 |
| met3 | 25.3 | 102000 |
[per-stage QoR]
stage | cell area [sq um] | utilization, %
after floorplan | 147000 | -
after global placement | 155000 | 53.2
after detailed placement | 155000 | 53.2
after CTS | 155000 | 53.2
after global routing | 155000 | 53.2
final | 155000 | 53.2
[critical path: cells and delay by family]
kind            cells  cell delay [ps]
xor+xnor            1              160
simple gates       91            24220
mux                 8             2660
compound gates    203            53750
fa+ha+maj          33            10160
buf+inv            29             8640
[worst min-delay path by stage]
stage                 slack, ps     from  cells after the start      end
final                    133720  a_i[18]                      5  c_o[18]
after global routing     133760  a_i[18]                      5  c_o[18]
after CTS                133710  a_i[18]                      5  c_o[18]
Power and IR drop assume default switching activity.

$ cat design/flow/constraint.sdc
current_design reg_file

set clk_period 9.4
set clk_io_pct 0.2

create_clock -name clk0 -period $clk_period [get_ports {clk}]

set non_clock_inputs [all_inputs -no_clocks]
set_input_delay [expr $clk_period * $clk_io_pct] -clock clk0 $non_clock_inputs
set_output_delay [expr $clk_period * $clk_io_pct] -clock clk0 [all_outputs]
$ cat design/flow/config.mk
export PLATFORM = sky130hd
export DESIGN_NAME = reg_file
export DESIGN_NICKNAME = reg_file
export VERILOG_FILES = /design/flow/design.v
export SDC_FILE = /design/flow/constraint.sdc
export NUM_CORES = 4
export LEC_CHECK = 1
export CORE_UTILIZATION = 50
$ cat design/flow/design.v
`timescale 1ns / 1ps
module reg_file #(parameter N = 32) (
    input  wire             clk,          
    input  wire             rst,          
    input  wire             wr_en_i,      
    input  wire [4:0]       wr_addr_i,    
    input  wire [4:0]       rd_addr1_i,   
    input  wire [4:0]       rd_addr2_i,   
    input  wire [N-1:0]     wr_data_i,    
    output reg  [N-1:0]     rd_data1_o,   
    output reg  [N-1:0]     rd_data2_o    
);
    reg [N-1:0] register_arr [31:0];
    integer i;
    always @(*) begin
        rd_data1_o = register_arr[rd_addr1_i];
        rd_data2_o = register_arr[rd_addr2_i];
    end
    always @(posedge clk or posedge rst) begin
        if (rst) begin
            for (i = 0; i < 32; i = i + 1) begin
                register_arr[i] <= {N{1'b0}};
            end
        end else if (wr_en_i && (wr_addr_i != 5'd0)) begin
            register_arr[wr_addr_i] <= wr_data_i;
        end
    end
endmodule
$ cat design/flow/run.sh
#!/bin/bash
# OpenROAD 26Q1-2900-gdf79404cd8, Yosys 0.63+post, stock flow scripts
make -C /OpenROAD-flow-scripts/flow DESIGN_CONFIG=/design/flow/config.mk WORK_HOME=/design/flow/orfs finish
==> impl_metrics.json <==
{
  "worst-slew-pin-transition_ns": 1.19,
  "synth-seq-cells": 1024,
  "chip_area_sq_mm": 0.104,
  "routabilityCongestion": 1.08,
  "clkSlewWorstSetupHoldPaths_ns": 0.06,
  "cts_resizes": 0,
  "grt_overflow": 0,
  "hold-path-cell-count": 0,
  "seq_area_sq_mm": 0.0256,
  "post_syn_instances": 4394,
  "wire_length_of_the_first_global_routing_pass_um": 370000,
  "drt_iter0_markers": 5984,
  "timing.final.setup_violations": 0,
  "fillCellCount": 8497,
  "slew-limit-headroom_pct": 20.6,
  "ys_dominant_reg_cell": "sky130_fd_sc_hd__dfrtp_1",
  "place.detailed.hpwl_um": 170000,
  "largest-register": "register_arr",
  "cpLargestDelayFamily": "simple AND/OR/NAND/NOR gates",
  "cts.path.max_buffers": 3,
  "warnings": 35,
  "global_route.usage.total_pct": 55.4,
  "antenna_violations_before_repair": 12,
  "worst_ir_drop_vdd_mv": 0.171,
  "timing.final.max_slew_violations": 0,
  "seq_area_frac_synth_pct": 49.9,
  "numPortBuffers": 113,
  "startpoint_of_the_worst_setup_timing_path": "rd_addr1_i[2]",
  "routed_vias_inst": 7.63,
  "reported_leakage_power_uw": 0.0257,
  "core_sq_mm": 0.102,
  "startpoint_type": "input port",
  "worstPathBufferInverterCount": 3,
  "cell_with_the_biggest_individual_delay_on_the_critical_path": "sky130_fd_sc_hd__clkdlybuf4s50_1",
  "core.rowCount": 117,
  "late_pin_clk_latency_ns": 0.71,
  "fin_area_sq_mm": 0.0586,
  "drt_first_pass_iters": 9,
  "drcViolationCount": 0,
  "worstSetupEndpoint": "rd_data1_o[23]",
  "floorplan.core_util_pct": 50.4,
  "synth.area.top_cells": "sky130_fd_sc_hd__dfrtp_1 50%, sky130_fd_sc_hd__mux2_2 22%, sky130_fd_sc_hd__a22oi_1 11%",
  "synthesis.yosys.warnings": 2,
  "postSynth.asyncResetShare_pct": 100,
  "cts_tree": "yes",
  "maximum_number_of_pins_on_one_net_before_global_route_repair": 111,
  "avgRoutedWirePerCell_um": 46.0,
  "postCtsHoldBufs": 0,
  "highest_attainable_clock_frequency_ghz": 0.119,
  "synth.largest_area_cell": "sky130_fd_sc_hd__dfrtp_1",
  "run_status": "complete, no violations",
  "power.density_cell_area_mw_per_mm2": 215,
  "synthesis.area_sq_mm": 0.0514,
  "required_worst_endpoint_ns": 7.52,
  "ys_types": 67,
  "path_class": "in2out",
  "vias": 45100,
  "post_route_cells_drive_above_1_share_pct": 34.6,
  "critical_path.max_fanout": 17,
  "synth_top_area_share_pct": 49.9,
  "crit_path_cell_trace": "clkdlybuf4s50_1 > or3b_1 > nor2_4 > buf_4 > a22oi_1 > and4_1 > nand4_1 > o32a_1 > clkdlybuf4s50_1",
  "timing.final.crit_share_pct": 89.1,
  "critPathCaptureType": "primary output",
  "die_height_um": 323,
  "enable_flop_cells": 0,
  "layout.area.comb_sq_mm": 0.0242,
  "io_pins": 114,
  "cts_made_buffers": 112,
  "syn_to_final_growth_pct": 14.2,
  "die.size.x_um": 323,
  "placedInstanceArea_sq_mm": 0.0547,
  "route.final.wire_length_um": 272000,
  "fin_worst_skew_ns": 0,
  "post-cts-setup-buffers": 0,
  "ys_cells": 4394,
  "cts_root_buffer": "sky130_fd_sc_hd__clkbuf_16",
  "report.final.hold_viol_count": 0,
  "grt_setup_unrepaired": "no",
  "cap_violations": 0,
  "largest_reg_flops": 1024,
  "largest_registers": "register_arr x1024",
  "holdCritPathClass": "reg2reg",
  "grt_pass1_vias": 44100,
  "syn_avg_cell_area_sq_um": 11.7,
  "clock_tree.htree_level_count": 3,
  "reg2reg_from": "register_arr[6][26]",
  "antenna_left": 0,
  "layout_min_cycle_time_ns": 8.38,
  "number_of_cells_on_the_critical_path": 9,
  "reg2reg_to": "register_arr[6][26]",
  "rrSetupSlack_ns": 8.48,
  "r2r_cells": 1,
  "yosys_area_sq_mm": 0.0514,
  "critical-path-max-stage-delay_ns": 1.01,
  "tns_ns": 0,
  "crit_arrival_ns": 6.50,
  "path_common_cell": "sky130_fd_sc_hd__clkdlybuf4s50_1",
  "clock_sink_count": 1024
}
==> routing by layer <==
layer / part of all wire, % / vias up / GRT usage (%)
met3: 17 / 1353 / 34.3
li1: - / 16900 / -
met2: 39 / 4140 / 70.3
met5: 0.26 / - / 3.75
met4: 8.5 / 32 / 33.9
met1: 35 / 22700 / 72.2
==> cell usage after synthesis, types with 7 or more instances <==
master and number:
sky130_fd_sc_hd__buf_4 27, sky130_fd_sc_hd__a21oi_1 84, sky130_fd_sc_hd__nor2b_1 12, sky130_fd_sc_hd__a22o_1 35, sky130_fd_sc_hd__nand3_1 52, sky130_fd_sc_hd__a2111oi_0 10, sky130_fd_sc_hd__or3_1 8, sky130_fd_sc_hd__nand2b_1 21
sky130_fd_sc_hd__a222oi_1 22, sky130_fd_sc_hd__a31oi_1 21, sky130_fd_sc_hd__nor4_1 35, sky130_fd_sc_hd__nor3_1 55, sky130_fd_sc_hd__a221oi_1 26, sky130_fd_sc_hd__o22ai_1 12, sky130_fd_sc_hd__mux2i_1 45, sky130_fd_sc_hd__nor2_1 155
sky130_fd_sc_hd__mux2_2 996, sky130_fd_sc_hd__nor2_2 18, sky130_fd_sc_hd__nand4_1 101, sky130_fd_sc_hd__inv_1 7, sky130_fd_sc_hd__dfrtp_1 1024, sky130_fd_sc_hd__a2bb2oi_1 9, sky130_fd_sc_hd__nand3b_1 9, sky130_fd_sc_hd__buf_2 185
sky130_fd_sc_hd__and3_1 15, sky130_fd_sc_hd__o32a_1 14, sky130_fd_sc_hd__a32oi_1 17, sky130_fd_sc_hd__buf_1 47, sky130_fd_sc_hd__a211oi_1 10, sky130_fd_sc_hd__a22oi_1 750, sky130_fd_sc_hd__mux2_1 9, sky130_fd_sc_hd__nand2_1 252
sky130_fd_sc_hd__o21ai_0 30, sky130_fd_sc_hd__and2_1 7, sky130_fd_sc_hd__clkbuf_1 192
==> logic make-up (layout without fill, tap and decap cells) <==
logic type / after synthesis / in the layout / share of synthesized area, %
other: 0 / 13 / 0
buffers and inverters: 463 / 591 / 4.10
and+or+nand+nor: 778 / 778 / 7.42
DFF: 1024 / 1024 / 49.9
muxes: 1052 / 1052 / 23.0
AOI/OAI and AO/OA: 1077 / 1077 / 15.6
==> metrics by stage <==
step                hold slack [ns]  utilization [%]  cells  total power [uW]  setup WS [ns]
floorplan                     0.451                -   4394              6960          -6.59
global route                  0.410             57.5   5891             13000           1.21
CTS                           0.405             57.5   5890             12500           1.42
detailed placement            0.391             53.7   5680              7880           1.41
finish                        0.402             57.6   5903             12600           1.02
global placement              0.389             53.7   5680              7850           1.42
==> power by group <==
part,switching [uW],internal [uW]
combinational,855,945
clock,1910,2770
sequential,881,5240
==> final cells by class <==
type,count,share of cell area (%)
Clock buffer,169,5.82
Clock inverter,41,0.849
Sequential cell,1024,43.7
Timing Repair Buffer,374,5.34
Antenna cell,13,0.0555
Inverter,7,0.0512
Tap cell,1368,2.92
Multi-Input combinational cell,2907,41.3
==> how the worst min path moves through the flow <==
stage,start,endpoint
CTS,register_arr[0][20],register_arr[0][20]
global route,register_arr[0][21],register_arr[0][21]
finish,register_arr[0][13],register_arr[0][13]
==> layout by cell type, fill, tap and decap left out, types with 35 or more instances in the layout <==
master,count
sky130_fd_sc_hd__nand3_1,50
sky130_fd_sc_hd__nand4_1,101
sky130_fd_sc_hd__mux2_2,996
sky130_fd_sc_hd__a22oi_1,750
sky130_fd_sc_hd__nand2_1,239
sky130_fd_sc_hd__buf_4,256
sky130_fd_sc_hd__nor2_4,71
sky130_fd_sc_hd__dfrtp_1,1024
sky130_fd_sc_hd__clkbuf_16,115
sky130_fd_sc_hd__mux2i_1,45
sky130_fd_sc_hd__nor2_1,105
sky130_fd_sc_hd__a22o_1,35
sky130_fd_sc_hd__clkdlybuf4s50_1,106
sky130_fd_sc_hd__a21oi_1,84
sky130_fd_sc_hd__nor3_1,52
Power is estimated from default activity; no workload was simulated.

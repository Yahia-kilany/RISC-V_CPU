**flow/run.sh**
```bash
#!/bin/bash
# OpenROAD 26Q1-2900-gdf79404cd8, Yosys 0.63+post, stock flow scripts
make -C /OpenROAD-flow-scripts/flow DESIGN_CONFIG=/design/flow/config.mk WORK_HOME=/design/flow/orfs finish
```
**flow/config.mk**
```make
export PLATFORM = sky130hd
export DESIGN_NAME = four_digit_seven_segment_driver
export DESIGN_NICKNAME = four_digit_seven_segment_driver
export VERILOG_FILES = /design/flow/design.v
export SDC_FILE = /design/flow/constraint.sdc
export NUM_CORES = 4
export LEC_CHECK = 1
export CORE_AREA = 10 10 105 105
export DIE_AREA = 0 0 115 115
```
**flow/design.v**
```verilog
`timescale 1ns / 1ps
module bcd (
    input [12:0] num_i,
    output reg [3:0] thousands_o,
    output reg [3:0] hundreds_o,
    output reg [3:0] tens_o,
    output reg [3:0] ones_o
);
    integer i;
    always @* begin
        thousands_o = 4'd0;
        hundreds_o = 4'd0;
        tens_o = 4'd0;
        ones_o = 4'd0;
        for (i = 7; i >= 0 ; i = i-1 ) begin
            if(thousands_o >= 5)
                thousands_o = thousands_o + 3;
            if(hundreds_o >= 5 )
                hundreds_o = hundreds_o + 3;
            if (tens_o >= 5 )
                tens_o = tens_o + 3;
            if (ones_o >= 5)
                ones_o = ones_o +3;
            thousands_o  = thousands_o<<1;
            thousands_o [0] = hundreds_o[3]; 
            hundreds_o = hundreds_o << 1;
            hundreds_o [0] = tens_o [3];
            tens_o = tens_o << 1;
            tens_o [0] = ones_o[3];
            ones_o = ones_o << 1;
            ones_o[0] = num_i[i];
        end
    end
endmodule
`timescale 1ns / 1ps
module four_digit_seven_segment_driver (
    input  wire        clk,         
    input  wire [12:0] num_i,         
    output reg  [3:0]  anode_o,       
    output reg  [6:0]  seg_o          
);
    wire [3:0] thousands_w;
    wire [3:0] hundreds_w;
    wire [3:0] tens_w;
    wire [3:0] ones_w;
    reg [19:0] refresh_counter_r = 20'd0;
    wire [1:0] digit_sel_w;
    bcd bcd_inst (
        .num_i       (num_i),
        .thousands_o (thousands_w),
        .hundreds_o  (hundreds_w),
        .tens_o      (tens_w),
        .ones_o      (ones_w)
    );
    always @(posedge clk) begin
        refresh_counter_r <= refresh_counter_r + 1'b1;
    end
    assign digit_sel_w = refresh_counter_r[19:18];
    reg [3:0] bcd_digit_r;
    always @* begin
        case (digit_sel_w)
            2'b00: begin
                anode_o    = 4'b0111;      
                bcd_digit_r = thousands_w;
            end
            2'b01: begin
                anode_o    = 4'b1011;
                bcd_digit_r = hundreds_w;
            end
            2'b10: begin
                anode_o    = 4'b1101;
                bcd_digit_r = tens_w;
            end
            2'b11: begin
                anode_o    = 4'b1110;      
                bcd_digit_r = ones_w;
            end
            default: begin
                anode_o    = 4'b1111;
                bcd_digit_r = 4'd0;
            end
        endcase
    end
    always @* begin
        case (bcd_digit_r)
            4'd0: seg_o = 7'b0000001;
            4'd1: seg_o = 7'b1001111;
            4'd2: seg_o = 7'b0010010;
            4'd3: seg_o = 7'b0000110;
            4'd4: seg_o = 7'b1001100;
            4'd5: seg_o = 7'b0100100;
            4'd6: seg_o = 7'b0100000;
            4'd7: seg_o = 7'b0001111;
            4'd8: seg_o = 7'b0000000;
            4'd9: seg_o = 7'b0000100;
            default: seg_o = 7'b1111111;  
        endcase
    end
endmodule
```
**flow/constraint.sdc**
```tcl
current_design four_digit_seven_segment_driver

set clk_period 7.1
set clk_io_pct 0.2

create_clock -name clk0 -period $clk_period [get_ports {clk}]

set non_clock_inputs [all_inputs -no_clocks]
set_input_delay [expr $clk_period * $clk_io_pct] -clock clk0 $non_clock_inputs
set_output_delay [expr $clk_period * $clk_io_pct] -clock clk0 [all_outputs]
```
==> notes.org <==
#+TITLE: Physical design notes

** Synth
- Yosys reports the multiplexer fraction of the synthesized area as 3.483%.
- Area of the mapped netlist :: 2227 um^2
- After synthesis, the mean cell area works out to 8.040 um^2.
- EDFF count, synth :: 0
- In the synthesized netlist the dominant register cell turns out to be sky130_fd_sc_hd__dfxtp_1.
- Post-synthesis instance total :: between 200 and 300
- Yosys chip area :: 2227 um^2
- Number of synthesis warnings :: 2
- Synth Area in XOR/XNOR :: under 10%
- Among the non-sequential cells, AND-OR/OR-AND gates take the most area.
- Ao+oa area frac :: 31.12%
- For this run, asynchronously set or reset flops after synthesis account for 0%.
- Simple-gate area share of the yosys netlist :: about 25%
- The post-synth register bit count is 20.
- Fraction of the yosys area taken by sequential cells :: approximately 18%
- Per the synthesis report, the number of distinct cell types is around 74.
- FA/HA/MAJ Cells, Area Fraction :: a little under a tenth
- The synthesized netlist was found by Yosys to have between 200 and 300 cells.

** STA
- Total count of hold-check failures in the final report :: 0
- The tightest hold path in the finished design has a slack of ~0.40 ns.
- The end-of-flow timing check tallies setup violations at 7.
- Setup repair after global routing could not meet its margin everywhere.
- The pin closest to its max-slew limit shows a slew of roughly 0.47 ns.
- The final timing report lists a max-slew violation count of 0.
- Final worst-path cycle share :: 105.9%
- In this run the tightest slew margin relative to its limit is 68.47%.
- The final timing report derives a shortest allowable period of around 7.5 ns.
- Aggregate negative setup slack :: -2.114 ns
- Final setup margin :: -0.4204 ns
- In this build the clock could be raised as far as approximately 130 MHz.
- For the final database, setup skew stands at about 0.00092 ns.

** Pwr
- Cell leakage power :: 0.001440 uW
- Cell area power density :: 222.9 nW/um^2
- Per the power-grid run, VDD falls by no more than 0.1546 mV.

** Drt
- For this block, the via count after detailed routing is around 2500.
- Dividing the detail-routed via count by the number of cells gives ~5.0.
- Remaining number of nets flagged by the antenna check after routing :: 0
- In the log, the iteration count for the first detailed-route pass is 4.
- For this sky-water flow run, the detailed-routed wirelength per cell is reported as 12.37 um.
- Per the detail_route report, inserted antenna diodes total 0.
- The detailed router finished its first iteration with between 100 and 150 violations.
- Routed WL :: about 6100 um
- The routed layout reports a DRC error count of 0.

** Global routing
- Entering global routing, the biggest net connects 13 pins.
- Overflow after GRT :: 0
- Total global routing track utilization :: under 10%
- The initial antenna violation count came to 0.
- The first global-routing pass estimated 10650 um of wire.
- The via count of the first global-routing pass came to between 2000 and 2500.

** Min path
- The most critical min-delay path falls under flip-flop to flip-flop.
- Counting instances, the worst hold path has a depth of 1.

** Job
- Number of logged tool warnings :: roughly 42
- Number of maximum-capacitance violations :: 0

** Setup path
- STA puts the critical path data arrival time at roughly 6.1 ns.
- For this design, the slowest cell found on the critical path is sky130_fd_sc_hd__or4_1.
- For the worst reg-to-reg path, the startpoint reported by OpenROAD is refresh_counter_r[0].
- In this run the worst path has a maximum fanout of 5.
- Startpoint type of the worst setup path :: primary input
- The critical path endpoint has a required time of approximately 5.7 ns.
- By instance count, the cell type seen most on the critical path is sky130_fd_sc_hd__ha_4.
- Worst setup path endpoint :: seg_o[3]
- WS Path Type :: primary input to primary output
- For the worst reg-to-reg path, the endpoint reported by OpenROAD is refresh_counter_r[16].
- OpenSTA lists the critical path startpoint as num_i[6].
- Logic depth of the worst register-to-register path :: 6
- For flop-to-flop paths, the worst setup slack is between 5 and 6 ns.
- STA classifies the critical path endpoint as a primary output.
- Delay of the slowest cell on the worst path :: 0.41 ns

** Clock tree
- TritonCTS built the clock tree.
- Sink count of the clock tree :: 20
- Htree depth :: 1
- Looking at the clock tree report, the maximum root-to-sink buffer count equals 2.
- Number of buffers created by CTS :: 3
- The tree is rooted in a sky130_fd_sc_hd__clkbuf_8.
- At the later pin of the worst-skew pair, clock insertion delay measures 0.25 ns.
- After clock tree synthesis, the clock-pin slew on the worst setup and hold paths is about 0.070 ns.

** Cells and area
- Fraction of layout instances using a drive strength above 1 :: 43.90%
- Ranked by flip-flop count, first place goes to refresh_counter_r.
- Largest register FFs :: 20
- Compared with the post-synthesis result, the final layout area differs by 62.02%.
- Largest registers ranked by flip-flop count :: refresh_counter_r: 20 flops
- Most frequently placed logic cell in the final layout :: sky130_fd_sc_hd__buf_4
- By instance count after routing, the leading logic cell types are sky130_fd_sc_hd__buf_4, sky130_fd_sc_hd__dfxtp_1, sky130_fd_sc_hd__nor2_1.
- Final Instance Area :: approximately 3600 um^2

** Die
- Die x size :: 115 um
- Site row count :: 34
- Per the OpenROAD floorplan log, the area of the core is approximately 8800 um^2.
- The initial utilization of the core area, before any placement, comes to 25.41%.
- Number of top-level pins :: 25
- The floorplan step set the die height to around 120 um.
- The die covers 13230 um^2.

** Place
- At the end of routability-driven placement, the weighted congestion stood at about 0.87.
- Placed Area :: approximately 3200 um^2
- The wire-length estimate of the detail-placed layout is 4633 um.
- Port Buffers :: 19

** Status
- The final reports fail on setup timing.
- Outcome :: finished, violations left
==> cells in the mapped netlist (6+ instances only) <==
library cell                n  area, um^2
sky130_fd_sc_hd__a21oi_1   11       55.05
sky130_fd_sc_hd__a31oi_1    7       43.79
sky130_fd_sc_hd__dfxtp_1   20       400.4
sky130_fd_sc_hd__ha_1      17       212.7
sky130_fd_sc_hd__inv_1     15       56.30
sky130_fd_sc_hd__nand2_1   13       48.80
sky130_fd_sc_hd__nand2b_1   7       43.79
sky130_fd_sc_hd__nand3_1   14       70.07
sky130_fd_sc_hd__nand4_1    8       50.05
sky130_fd_sc_hd__nor2_1    21       78.83
sky130_fd_sc_hd__nor3_1     7       35.03
sky130_fd_sc_hd__o211ai_1   6       45.04
sky130_fd_sc_hd__o21ai_0   11       55.05
sky130_fd_sc_hd__xnor2_1   15       131.4
==> cell type report <==
type                       instances  area (um^2)
tap                              108        135.1
sequential                        20        400.4
timing repair buffer             113        925.9
fill                             833         5155
inverter                          16        77.57
multi-input combinational        232         2014
clock buffer                       4        55.05
==> worst min-delay path by stage <==
stage | slack (ns) | startpoint | to
5_1_grt | 0.42 | refresh_counter_r[0] | refresh_counter_r[0]
6_report | 0.40 | refresh_counter_r[0] | refresh_counter_r[0]
4_1_cts | 0.40 | refresh_counter_r[0] | refresh_counter_r[0]
==> timing repair <==
action,CTS,global route
resized,66,11
setup endpoints to repair,7,7
hold buffers,0,0
cloned,1,0
pin swaps,32,23
setup buffers,15,5
==> critical path, delay by kind of cell <==
family	cells	cell delay (ns)
xor+xnor	1	0.15
simple gates	4	0.80
buf+inv	9	0.91
compound gates	9	1.43
mux	1	0.33
fa+ha+maj	6	1.05
==> kinds of logic (layout without fill, tap and decap cells) <==
group	after synthesis	after routing
AND/OR/NAND/NOR	99	99
flip-flops	20	20
adder cells (fa/ha/maj)	17	17
XOR/XNOR	20	20
AND-OR/OR-AND	88	89
multiplexers	7	7
buffers and inverters	26	133
==> metal layers <==
layer	up-vias	GRT usage (%)	part of all wire, %
met1	1153	12.89	49
li1	1278	-	-
met5	-	0	0
met3	2	1.108	4.7
met2	39	15.58	46
met4	0	0.6601	0.21
==> stage by stage <==
stage	total power [uW]	utilization [%]	setup WS, ns	instances
detailed placement	601.1	36.79	-1.255	470
global placement	597.7	36.79	-1.235	470
floorplan	381.5	-	-0.2816	277
CTS	770.6	40.28	-0.4084	490
finish	804.2	41.18	-0.4204	493
global route	871.4	41.18	-0.6903	493
==> where the power goes <==
group / switching [uW] / internal (uW) / total (uW) / leakage (uW)
combinational: 274 / 336 / 610 / 0.00125
clock: 33.0 / 49.2 / 82.2 / 0.0000288
sequential: 0 / 112 / 112 / 0.000161
No activity file was given, so power comes from the tool's default toggle rates.
